==> design.v <==
module Control(
input wire [5:0] instruction31_26, 
output reg regdst, 
output reg regwrite,
output reg alusrc, 
output reg [1:0] aluop, 
output reg memread, 
output reg memwrite, 
output reg memtoreg, 
output reg jump,
output reg branch);
wire [5:0] opcode;
assign opcode = instruction31_26;
always@ (*) 
  begin
    if (opcode == 6'b000000)  
    begin
      regdst <= 1; 
      regwrite <= 1;
      alusrc <= 0; 
      aluop <= 2'b10;
      memread <= 0;
      memwrite <= 0;
      memtoreg <= 0;
      jump <= 0;
      branch <= 0;
    end
    else if (opcode == 6'b100011)  
    begin
      regdst <= 0; 
      regwrite <= 1;
      alusrc <= 1; 
      aluop <= 2'b00;
      memread <= 1;
      memwrite <= 0;
      memtoreg <= 1;
      jump <= 0;
      branch <= 0;
    end 
    else if (opcode == 6'b101011)  
    begin
      regdst <= 1'bx ; 
      regwrite <= 0;
      alusrc <= 1; 
      aluop <= 2'b00;
      memread <= 0;
      memwrite <= 1;
      memtoreg <= 1'bx;
      jump <= 0;
      branch <= 0;
    end 
    else if (opcode == 6'b000100)  
    begin
      regdst <= 1'bx ; 
      regwrite <= 0;
      alusrc <= 0; 
      aluop <= 2'b01;
      memread <= 0;
      memwrite <= 0;
      memtoreg <= 1'bx;
      jump <= 0;
      branch <= 1;
    end 
    else if (opcode == 6'b000101)  
    begin
      regdst <= 1'bx ; 
      regwrite <= 0;
      alusrc <= 0; 
      aluop <= 2'b01;
      memread <= 0;
      memwrite <= 0;
      memtoreg <= 1'bx;
      jump <= 0;
      branch <= 1;
    end 
    else if (opcode == 6'b001000)  
    begin
      regdst <= 0 ; 
      regwrite <= 1;
      alusrc <= 1; 
      aluop <= 2'b00;
      memread <= 0;
      memwrite <= 0;
      memtoreg <= 1'b0;
      jump <= 0;
      branch <= 0;
    end 
    else if (opcode == 6'b001100)  
    begin
      regdst <= 0 ; 
      regwrite <= 1;
      alusrc <= 1; 
      aluop <= 2'b00;
      memread <= 0;
      memwrite <= 0;
      memtoreg <= 1'b0;
      jump <= 0;
      branch <= 0;
    end 
    else if (opcode == 6'b001101)  
    begin
      regdst <= 0 ; 
      regwrite <= 1;
      alusrc <= 1; 
      aluop <= 2'b00;
      memread <= 0;
      memwrite <= 0;
      memtoreg <= 1'b0;
      jump <= 0;
      branch <= 0;
    end 
    else if (opcode == 6'b000010)  
    begin
      regdst <= 1'bx ; 
      regwrite <= 0;
      alusrc <= 1'bx; 
      aluop <= 2'bxx;
      memread <= 0;
      memwrite <= 0;
      memtoreg <= 1'bx;
      jump <= 1;
      branch <= 0;
    end 
    else  
    begin
      regdst <= 1'bx ; 
      regwrite <= 1'bx;
      alusrc <= 1'bx; 
      aluop <= 2'bxx;
      memread <= 1'bx;
      memwrite <= 1'bx;
      memtoreg <= 1'bx;
      jump <= 1'bx;
      branch <= 1'bx;
    end 
  end
endmodule
`timescale 1ns / 1ns
module Control_tb;
  reg [5:0] instruction31_26;
  wire regdst, regwrite, alusrc, memread, memwrite, memtoreg, jump, branch;
  wire [1:0] aluop;
  Control uut (
    .instruction31_26(instruction31_26),
    .regdst(regdst),
    .regwrite(regwrite),
    .alusrc(alusrc),
    .aluop(aluop),
    .memread(memread),
    .memwrite(memwrite),
    .memtoreg(memtoreg),
    .jump(jump),
    .branch(branch)
  );
  initial begin
    instruction31_26 = 6'b000000; #5;  
    instruction31_26 = 6'b100011; #5;  
    instruction31_26 = 6'b101011; #5;  
    instruction31_26 = 6'b000100; #5;  
    instruction31_26 = 6'b000101; #5;  
    instruction31_26 = 6'b001000; #5;  
    instruction31_26 = 6'b001100; #5;  
    instruction31_26 = 6'b001101; #5;  
    instruction31_26 = 6'b000010; #5;  
  end
endmodule
==> run.sh <==
#!/bin/bash
# OpenROAD 26Q1-2900-gdf79404cd8, Yosys 0.63+post, stock flow scripts
make -C /OpenROAD-flow-scripts/flow DESIGN_CONFIG=/design/flow/config.mk WORK_HOME=/design/flow/orfs finish
==> config.mk <==
export PLATFORM = sky130hd
export DESIGN_NAME = Control
export DESIGN_NICKNAME = Control
export VERILOG_FILES = /design/flow/design.v
export SDC_FILE = /design/flow/constraint.sdc
export NUM_CORES = 4
export LEC_CHECK = 1
export CORE_AREA = 10 10 70 70
export DIE_AREA = 0 0 80 80
==> constraint.sdc <==
current_design Control

set clk_period 1.1
set clk_io_pct 0.2

create_clock -name clk0 -period $clk_period

set non_clock_inputs [all_inputs -no_clocks]
set_input_delay [expr $clk_period * $clk_io_pct] -clock clk0 $non_clock_inputs
set_output_delay [expr $clk_period * $clk_io_pct] -clock clk0 [all_outputs]
==> ci_impl_report.md <==
### Metrics collected by this job

| Metric | Value |
|---|---|
| Outcome | complete, but fails checks |
| Failing checks | negative setup slack |
| Tool warning count | 34 |
| Row count | 21 |
| Busiest grt layer | met2 |
| Filler instances | 388 |
| Largest net degree at the start of global routing | 6 |
| Fp util | 4.10% |
| Die height | 80 um |
| Drt wl/cell | 7.84 um |
| Via density | 2.48 |
| Slowest CP cell | or3_4 |
| Layout cells sized above 1 | 84.4% |
| HP Start | instruction31_26[2] |
| Worst setup path start | instruction31_26[5] |
| Kind of critical path | input port to primary output |
| Antenna violations before repair | 0 |
| Worst Setup Start Kind | input port |
| Power Dens Cells | 248 mW/mm2 |
| Gp weighted congestion | 0.777 |
| Via count | 226 |
| Post-Syn Area per Cell | 7.38 um2 |
| Diodes inserted | 0 |
| Critical Path End Type | primary output |
| DRC | 0 |
| Crit share post-route | 122% |
| Register area | 0 um2 |
| CLK BUF | 0 |
| Yosys Chip Area | 140 um2 |
| Core area | 0.00342 mm2 |
| Chip area | 0.00640 mm2 |
| # IOs | 16 |
| RSZ-0062 raised after global routing | yes |
| Final core occ | 13.0% |
| Commonest Layout Cell | buf_4 |
| Mapped Area | 140 um2 |
| Port bufs | 16 |
| Layout area overhead | 217% |
| Slew margin rel. | 86.3% |
| Met1 usage | 2.64% |
| CP Cell Sequence | buf_8 > or3_4 > buf_6 > nor4_4 > buf_2 |
| Hold crit path type | input port to primary output |
| Worst EP required | 880 ps |
| Met3 Track Usage GR | 1.02% |
| Overall global routing resource usage | 1.99% |
| Slew at the pin with the worst max-slew slack | 205 ps |
| Global-route wire length before repair | 1090 um |
| Max incr delay on CP | 400 ps |
| Fin. Hold Viols | 0 |
| Pleak | 0.193 nW |
| Grt total ovfl | 0 |
| Logic area | 160 um2 |
| Total power | 0.110 mW |
| Worst setup endpoint | regdst |
| Post-route ant nets | 0 |
| Die W | 80 um |
| Post-route minimum period | 1340 ps |
| VDD IR max | 0.0384 mV |
| Post-Route WL | 713 um |
| Setup violators final | 8 |
| CP arrival | 1120 ps |
| Sequential area share after synthesis | 0% |
| Pins Over Slew Limit | 0 |
| Flop count | 0 |
| Critical path fanouts, max | 3 |
| 1st-pass router iterations | 3 |
| Vias in the first global route | 235 |
| Cells in synth_stat.txt | 19 |
| Synth Warn # | 1 |
| Distinct cells, synth | 14 |
| Commonest cells after routing, fill and taps aside | buf_4 (12), buf_2 (9), buf_6 (6) |
| Post-route worst setup slack | -243 ps |
| Cells after synthesis | 19 |
| Delay-heaviest family, CP | simple AND/OR/NAND/NOR gates |
| Critical Path Stages | 5 |
| Buffers and inverters on the worst path | 3 |
| Max Cap Viol | 0 |
| DR iter-0 viols | 1 |
| Fmax | 745 MHz |
| GR Layer Usage met2 | 2.97% |
==> stage by stage <==
step | instances | hold slack, ps | setup WS, ps | TNS (ps) | cell area, um2
6_report | 91 | 727 | -243 | -1490 | 444
5_1_grt | 91 | 742 | -296 | -1880 | 444
4_1_cts | 90 | 728 | -258 | -1880 | 428
3_5_place_dp | 85 | 1480 | -965 | -8630 | 388
3_3_place_gp | 85 | 1490 | -948 | -8620 | 388
2_1_floorplan | 19 | 453 | 17.3 | 0 | 140
==> synth_stat cells <==
cell | count | share of area (%)
nor2_1 | 2 | 5.4
nor4_2 | 2 | 18
a21o_1 | 1 | 5.4
o21bai_1 | 1 | 5.4
or3_4 | 1 | 8.0
nand4_1 | 1 | 4.5
nand3_1 | 1 | 3.6
nor4b_2 | 1 | 11
buf_4 | 3 | 16
nand2b_1 | 1 | 4.5
nor3_2 | 1 | 7.1
nand2_1 | 2 | 5.4
o21ai_1 | 1 | 3.6
inv_1 | 1 | 2.7
==> final cells by class <==
type | count | area share [%]
well taps | 46 | 13.0
repair buffers | 29 | 50.1
inverters | 1 | 0.845
multi-input cells | 15 | 36.1
==> cell families (layout without fill, tap and decap cells) <==
kind of cell / count (synthesis) / count (layout) / share of synthesized area, %
buffers and inverters: 4 / 30 / 18.7
AOI/OAI and AO/OA: 3 / 3 / 14.3
and+or+nand+nor: 12 / 12 / 67.0
==> power breakdown <==
part / leakage (nW) / internal (mW) / switching [mW] / total [mW]
Sequential: 0 / 0 / 0 / 0
Combinational: 0.193 / 0.0641 / 0.0459 / 0.110
Clock: 0 / 0 / 0 / 0
==> worst min path at each step <==
stage | slack, ps | depth (start not counted) | to
4_1_cts | 730 | 3 | memwrite
5_1_grt | 740 | 3 | memwrite
6_report | 730 | 3 | memwrite
==> layer usage <==
layer	vias to the layer above	wire, um
met5	-	0
met1	92	326
met2	13	265
met3	0	122
li1	121	-
met4	0	0
==> repair_timing <==
item / in CTS / in global routing
resized: 68 / 11
pin swaps: 6 / 6
hold buffers: 0 / 0
endpoints found under the setup margin: 10 / 10
buffers inserted: 5 / 1
Power and IR drop assume default switching activity.
