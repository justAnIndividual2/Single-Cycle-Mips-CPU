## flow/config.mk

```make
export PLATFORM = sky130hd
export DESIGN_NAME = Add
export DESIGN_NICKNAME = Add
export VERILOG_FILES = /design/flow/design.v
export SDC_FILE = /design/flow/constraint.sdc
export NUM_CORES = 4
export LEC_CHECK = 1
export CORE_AREA = 10 10 94 94
export DIE_AREA = 0 0 104 104
```

## flow/design.v

```verilog
module Add(
  input [31:0] digit1, 
  input [31:0] digit2, 
  output [31:0] result);
  assign result = digit1 + digit2;
endmodule
`timescale 1ns / 1ns
module tb_Add;
  reg [31:0] d1, d2;
  wire [31:0] result;
  Add uut (.digit1(d1), .digit2(d2), .result(result));
  initial begin
    d1 = 32'd10;
    d2 = 32'd15;
    #5 d1 = 32'd100; d2 = 32'd4;
    #5 d1 = 32'd1; d2 = 32'd4;
  end
endmodule
```

## flow/run.sh

```bash
#!/bin/bash
# OpenROAD 26Q1-2900-gdf79404cd8, Yosys 0.63+post, stock flow scripts
make -C /OpenROAD-flow-scripts/flow DESIGN_CONFIG=/design/flow/config.mk WORK_HOME=/design/flow/orfs finish
```

## flow/constraint.sdc

```tcl
current_design Add

set clk_period 18.1
set clk_io_pct 0.2

create_clock -name clk0 -period $clk_period

set non_clock_inputs [all_inputs -no_clocks]
set_input_delay [expr $clk_period * $clk_io_pct] -clock clk0 $non_clock_inputs
set_output_delay [expr $clk_period * $clk_io_pct] -clock clk0 [all_outputs]
```

==> results_slide.txt <==
Key Metrics from the Run

Logic synthesis
  • Synth top cell by count: ha_1
  • Top area cell types: ha_1 (22%), a21oi_1 (8.3%), a21o_1 (8.2%)
  • Yosys cell types: 50
  • Commonest cells in the netlist: ha_1 (31), a21oi_1 (29), a21o_1 (19)
  • Ys Warns: 0
  • Synth area leader: ha_1
  • # Cells Yosys: 241
  • Mapped Avg Cell Area: 7.24 µm²
  • Gate Count Post-Synth: 241
  • Synthesized area: 0.00174 mm²
  • Yosys chip area: 0.00174 mm²
  • Yosys top cell area share: 0.222
  • Seq share, synth: 0

STA
  • Final setup fails: 0
  • Post-route setup TNS: 0 ns
  • Slew headroom: 0.644
  • Max-slew violations: 0
  • RSZ-0062 raised after global routing: no
  • Final hold violation count: 0
  • Fmax: 0.0981 GHz
  • Hold slack: 8.28 ns
  • PnR worst setup slack: 7.90 ns
  • Final worst path period share: 0.563
  • Post-layout minimum cycle time: 10.20 ns
  • Worst slew pin tran: 0.521 ns

Detailed routing
  • Final WL: 5810 µm
  • Detailed Routing Iterations Pass 1: 6
  • Vias: 2077
  • Inserted Diodes: 0
  • Routed Antenna Nets: 0
  • Routed len/inst: 13.8 µm
  • Starting DRT DRC Count: 80
  • Vias/cell: 4.92
  • DRC viols: 0

Clock tree
  • Cts hold-fix bufs: 0
  • Post-CTS Setup Bufs: 0
  • Post-cts sizing count: 0

Floorplan
  • Core box area: 0.00683 mm²
  • Die y size: 104 µm
  • Initial Utilization: 0.255
  • I/O Pins: 96
  • Die area: 0.0108 mm²
  • FP Rows: 30
  • Die width: 104 µm

GRT
  • Vias in the first global route: 2035
  • Pin count of the biggest net entering global routing: 11
  • First-pass GRT wire length: 9670 µm
  • Initial antenna violation count: 0
  • Grt ovf: 0
  • GRT Total Usage: 0.102

Worst setup path
  • WS Path Type: in2out
  • CP peak stage delay: 0.49 ns
  • Crit path max-delay cell type: clkdlybuf4s50_1
  • Crit Path Max Fanout: 4
  • Critical path, cell by cell: clkdlybuf4s50_1, ha_1, fa_1, a21o_1, a31o_2, nand3_1, o221ai_1, a311oi_1, o21bai_1, xor2_1, clkdlybuf4s50_1
  • CP delay by family, top: AND-OR/OR-AND gates
  • Startpoint Class: input pin
  • Crit. End Element: output pin
  • Buf/Inv on CP: 2
  • Critical Path AT: 6.58 ns
  • Cell mode on critical path: clkdlybuf4s50_1
  • Worst EP required: 14.48 ns

Run
  • Tool warning count: 32
  • Max_cap viols: 0

Power and ir drop
  • Pwr Density: 38.3 mW/mm²
  • Max VDD drop: 0.0160 mV
  • Final Power: 0.107 mW
  • Pleak: 1.18 nW

Worst hold path
  • Hold path depth: 3
  • Hold EP: result[0]
  • HP Class: in2out
  • HP Start: digit2[0]

Placed design
  • Routability Congestion: 0.819
  • Place WS: 7.89 ns
  • Final HPWL DP: 5170 µm
  • Port Buf Inserts: 96

Cells and area
  • Sequential Area: 0 µm²
  • Area delta synth->final: 59.5%
  • Clock buffers: 0
  • FF+latch count: 0
  • Share of post-route cells with drive strength above 1: 0.0307

Outcome
  • Status: finished clean
-- kinds of logic after synthesis --
kind of cell,after synthesis,synth area share
xor+xnor,28,0.141
simple gates,65,0.183
compound gates,97,0.393
buf+inv,17,0.0380
fa+ha+maj,32,0.234
mux,2,0.0115
-- placed cells by master (no fill, tap or decap), drive strengths merged, types with 2 or more instances in the layout --
master         instances
clkdlybuf4s50         96
ha                    31
a21oi                 29
a21o                  19
nand2                 18
xor2                  15
o21ai                 15
xnor2                 13
nor2                  12
nand3                 10
nand4                  8
inv                    6
o21bai                 5
nor3                   4
or2                    3
a211oi                 3
o211ai                 3
a31oi                  3
a311oi                 3
o21a                   2
o221ai                 2
nand2b                 2
o311ai                 2
mux2i                  2
-- how the worst max path moves through the flow --
| stage | cells past startpoint | start | endpoint |
|---|---|---|---|
| after CTS | 11 | digit1[0] | result[26] |
| after global routing | 11 | digit1[0] | result[26] |
| final | 11 | digit1[0] | result[26] |
-- metal layers --
metal	vias up	routed length, µm	GRT usage
li1	1092	-	-
met3	0	382	0.0207
met5	-	0	0
met1	918	2850	0.143
met2	67	2580	0.167
met4	0	0	0
-- worst min-delay path, delay by kind of cell --
family | cells | cell delay, ns
buf+inv | 2 | 0.93
fa+ha+maj | 1 | 0.11
-- stage by stage --
stage               cells  utilization  area (µm²)
floorplan             241            -        1740
global placement      422        0.407        2780
detailed placement    422        0.407        2780
CTS                   422        0.407        2780
global route          422        0.407        2780
finish                422        0.407        2780
-- power by group --
part / internal, mW / switching, mW / leakage (nW)
clock: 0 / 0 / 0
sequential: 0 / 0 / 0
combinational: 0.0643 / 0.0423 / 1.18
-- area by class of cell --
class              instances  area (µm²)
fillers                  708        4050
inverters                  6        22.5
multi-input cells        224        1680
repair buffers            96         961
well taps                 96         120
Power is estimated from default activity; no workload was simulated.
